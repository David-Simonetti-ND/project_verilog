===== flow/run.sh =====
#!/bin/bash
# OpenROAD 26Q1-2900-gdf79404cd8, Yosys 0.63+post, stock flow scripts
make -C /OpenROAD-flow-scripts/flow DESIGN_CONFIG=/design/flow/config.mk WORK_HOME=/design/flow/orfs finish

===== flow/config.mk =====
export PLATFORM = sky130hd
export DESIGN_NAME = datapath
export DESIGN_NICKNAME = datapath
export VERILOG_FILES = /design/flow/design.v
export SDC_FILE = /design/flow/constraint.sdc
export NUM_CORES = 4
export LEC_CHECK = 1
export CORE_UTILIZATION = 40

===== flow/constraint.sdc =====
current_design datapath

set clk_period 11.2
set clk_io_pct 0.2

create_clock -name clk0 -period $clk_period [get_ports {clk}]

set non_clock_inputs [all_inputs -no_clocks]
set_input_delay [expr $clk_period * $clk_io_pct] -clock clk0 $non_clock_inputs
set_output_delay [expr $clk_period * $clk_io_pct] -clock clk0 [all_outputs]

===== flow/design.v =====
module datapath
(
  input wire [12:0] data            ,
  input wire clk                   ,
  input wire initialize            ,
  input wire en_multiply           ,
  input wire en_modulo             ,
  input wire update_e              ,
  input wire update_n              ,
  input wire done                  ,
  output wire is_multiplication_done,
  output wire is_init_done          ,
  output wire is_mod_done           ,
  output reg [15:0] output_data
);
    reg [31:0] n = 3233;
    reg [31:0] e = 17;
    reg [7:0] frozen_data;
    reg [31:0] arithmetic_temp;
    reg [31:0] iterations_left;
    always @(posedge clk) 
    begin
        if (initialize) begin
            frozen_data <= data[7:0];
            arithmetic_temp <= {24'b0, data[7:0]};
            iterations_left <= e;
        end
        if (en_multiply) begin
            arithmetic_temp <= arithmetic_temp * frozen_data;
            iterations_left <= iterations_left - 1;
        end
        if (en_modulo) begin
            if (arithmetic_temp >= n)
                arithmetic_temp <= arithmetic_temp - n;
        end
        if (done) 
            output_data <= arithmetic_temp[15:0];
        if (update_e)
            e <= {19'd0, data};
        if (update_n)
            n <= {19'd0, data};
    end
    assign is_multiplication_done = (iterations_left == 1);
    assign is_init_done = (iterations_left == e);
    assign is_mod_done = (n > arithmetic_temp);
endmodule

==> flow_metrics.env <==
# source this file to load flow results
export IMPL_total_buffers_and_inverters_traversed_by_the_critical_path=3
export IMPL_grt_setup_unrepaired="no"
export IMPL_yosysUniqueCellTypes=66
export IMPL_crit_top_cell="sky130_fd_sc_hd__fa_1"
export IMPL_detailedRoute_firstPassIterationCount=7
export IMPL_drc=0
export IMPL_startpoint_type="flop"
export IMPL_grt_usage_pct=20.88
export IMPL_dpl_hpwl_um=21470
export IMPL_cts_buffer_depth=2
export IMPL_antenna_found_initial=0
export IMPL_wire_per_inst_um=16.87
export IMPL_critical_path_max_stage_delay_ns=0.96
export IMPL_number_of_clock_sinks_seen_by_cts=114
export IMPL_layout_cells_most_common_list="sky130_fd_sc_hd__and2_1 (176), sky130_fd_sc_hd__fa_1 (157), sky130_fd_sc_hd__inv_1 (155)"
export IMPL_count_of_routing_violations_after_the_opening_detailed_route_iteration=549
export IMPL_final_area_um2=13690
export IMPL_crit_path_end_kind="flop"
export IMPL_grt_pass1_vias=9030
export IMPL_gp_congestion=0.9044
export IMPL_critical_path_top_delay_family="AND-OR/OR-AND gates"
export IMPL_tightestPinTransition_ns=1.065
export IMPL_timing_hold_worst_class="flop to flop"
export IMPL_maximum_number_of_pins_on_one_net_before_global_route_repair=45
export IMPL_antennaDiodeCount=0
export IMPL_clock_latency_late_pin_ns=0.42
export IMPL_syn_area_per_cell_um2=9.473
export IMPL_final_max_slew_violation_count=0
export IMPL_path_cells="buf_4 -> and2_1 -> fa_1 -> fa_1 -> inv_1 -> fa_1 -> fa_1 -> inv_1 -> ha_1 -> o21ai_0 -> o21ai_0 -> a2111oi_0 -> o211ai_1 -> a2111oi_0 -> nor2_1 -> a41oi_1 -> mux2_2 -> o211ai_1"
export IMPL_netlist_area_um2=12330
export IMPL_chipWidth_um=177.6
export IMPL_ys_seq_share_pct=25.16
export IMPL_post_synth_top_area_cell="sky130_fd_sc_hd__fa_1"
export IMPL_netlist_area_leader_share_pct=25.48
export IMPL_timing_setup_tns_ns=0
export IMPL_postCtsSetupBuffers=0
export IMPL_area_grow_syn2layout_pct=10.99
export IMPL_num_fill_cells=2821
export IMPL_skew_ns=0.009698
export IMPL_finalHoldViolations=0
export IMPL_count_of_library_flops_with_an_enable_pin=82
export IMPL_cp_max_fo=17
export IMPL_placedCellCount=1692
export IMPL_slew_headroom_pct=27.19
export IMPL_routed_wl_um=29090
export IMPL_cts_inserted_buffers=17
export IMPL_fraction_of_layout_cells_with_a_size_suffix_above_1_pct=4.798
export IMPL_die_area_um2=31540
export IMPL_dominant_logic_cell_type_in_the_layout="sky130_fd_sc_hd__and2_1"
export IMPL_drtAntennaViolNets=0
export IMPL_grt_first_pass_wirelength_um=48290
export IMPL_setup_violations=0
export IMPL_holdBufCountCts=0
export IMPL_post_cts_resized_instances=0
export IMPL_worst_ep_required_time_ns=11.55
export IMPL_io_buffers=38
export IMPL_netlist_instances=1302
export IMPL_cts_htree_levels=4
export IMPL_std_cell_core_area_um2=29950
export IMPL_top_level_ports=39
export IMPL_clk_pin_slew_worst_paths_ns=0.06
export IMPL_critPathArrivalTime_ns=6.67
export IMPL_final_instance_count_excl_fill=1724
export IMPL_synth_warnings=1
export IMPL_drt_vias_per_instance=5.213
export IMPL_achievable_frequency_mhz=158.2
export IMPL_dieHeight_um=177.6
export IMPL_cts_tree="done"
export IMPL_cp_slowest_cell="sky130_fd_sc_hd__a2111oi_0"
export IMPL_log_warning_count=26
export IMPL_maxCapViolCount=0
export IMPL_number_of_flip_flops_and_latches_in_the_synthesized_netlist=114
export IMPL_fp_row_count=63
export IMPL_ys_async_sr_fraction_pct=0
export IMPL_cell_at_the_root_of_the_clock_tree="sky130_fd_sc_hd__clkbuf_16"
export IMPL_layout_worst_path_cycle_share_pct=56.45
export IMPL_yosys_stat_chipArea_um2=12330
export IMPL_post_route_min_period_ns=6.322
export IMPL_overflow=0
export IMPL_crit_type="flop to flop"
export IMPL_synth_area_top_cells="sky130_fd_sc_hd__fa_1 (25%), sky130_fd_sc_hd__edfxtp_1 (20%), sky130_fd_sc_hd__and2_1 (8.9%)"
export IMPL_fp_util_pct=41.18
export IMPL_total_via_count_after_detailed_routing=8987
export IMPL_status="finished clean"
export IMPL_synth_cells_yosys=1302
export IMPL_ys_dominant_reg_cell="sky130_fd_sc_hd__edfxtp_1"
export IMPL_placed_cell_area_um2=13110
[layer usage]
layer / vias to the layer above / track usage (%) / wire (µm)
met5: - / 0 / 0
met4: 0 / 2.493 / 417
met3: 26 / 5.410 / 1670
met2: 202 / 32.16 / 13760
met1: 4398 / 32.12 / 13240
li1: 4361 / - / -
[flip-flops by register name, indices dropped and copies added, names as in the netlist]
register         cells
e                   13
n                   13
frozen_data          8
arithmetic_temp     32
iterations_left     32
output_data         16
[worst reg2reg max path: stages (launching register included)]
cell and delay (ns):
sky130_fd_sc_hd__edfxtp_1 0.62, sky130_fd_sc_hd__buf_4 0.30, sky130_fd_sc_hd__and2_1 0.17, sky130_fd_sc_hd__fa_1 0.40
sky130_fd_sc_hd__fa_1 0.49, sky130_fd_sc_hd__inv_1 0.05, sky130_fd_sc_hd__fa_1 0.48, sky130_fd_sc_hd__fa_1 0.49
sky130_fd_sc_hd__inv_1 0.04, sky130_fd_sc_hd__ha_1 0.31, sky130_fd_sc_hd__o21ai_0 0.14, sky130_fd_sc_hd__o21ai_0 0.17
sky130_fd_sc_hd__a2111oi_0 0.96, sky130_fd_sc_hd__o211ai_1 0.24, sky130_fd_sc_hd__a2111oi_0 0.49, sky130_fd_sc_hd__nor2_1 0.17
sky130_fd_sc_hd__a41oi_1 0.30, sky130_fd_sc_hd__mux2_2 0.36, sky130_fd_sc_hd__o211ai_1 0.07
[cells by family after synthesis]
| kind of cell | synth area share (%) |
|---|---|
| AND/OR/NAND/NOR | 20.46 |
| adder cells (fa/ha/maj) | 31.06 |
| buffers and inverters | 6.411 |
| AND-OR/OR-AND | 10.48 |
| flip-flops | 25.16 |
| XOR/XNOR | 5.681 |
| multiplexers | 0.7507 |
[area by class of cell]
cell class / instances / area [µm²] / share of cell area [%]
sequential: 114 / 3103 / 22.67
multi-input combinational: 978 / 8441 / 61.66
clock inverter: 15 / 150.1 / 1.097
timing repair buffer: 53 / 493.0 / 3.601
inverter: 157 / 589.3 / 4.305
clock buffer: 17 / 425.4 / 3.108
tap: 390 / 488.0 / 3.565
[path summary, 6_finish.rpt]
kind | from | to | slack, ns | depth (start not counted)
worst min register to register | e[1] | iterations_left[1] | 0.57 | 2
worst min-delay path | e[1] | iterations_left[1] | 0.57 | 2
worst max register to register | frozen_data[3] | arithmetic_temp[30] | 4.88 | 18
worst max-delay path | frozen_data[3] | arithmetic_temp[30] | 4.88 | 18
[synthesized netlist by cell type (all sizes together), types with 20 or more instances]
master  instances
clkbuf         50
edfxtp         82
o21ai          49
xnor2          50
ha             55
nor2           75
dfxtp          32
inv           156
a21oi          53
nand3          20
nand2         107
fa            157
and2          176
xor2           30
nor3           24
[through the flow]
step                worst slack (ns)  hold WS [ns]  util, %
floorplan                      5.821        0.4064        -
global placement               4.950        0.5624    43.78
detailed placement             4.849        0.5804    43.78
CTS                            4.811        0.5737    45.70
global route                   4.289        0.6083    45.70
finish                         4.878        0.5703    45.70
