`design/flow/design.v`:
```
module controller
(
  input wire clk                   ,
  input wire [2:0] input_data_type ,
  input wire is_multiplication_done,
  input wire is_init_done          ,
  input wire is_mod_done           ,
  output reg initialize            ,
  output reg en_multiply           ,
  output reg en_modulo             ,
  output reg update_e              ,
  output reg update_n              ,
  output reg done                  
);
    reg[2:0] WAITING=3'd0, INITIALIZE=3'd1, MULTIPLY=3'd2, MODULO=3'd3, DONE=3'd4, UPDATE_N_STATE=3'd5, UPDATE_E_STATE=3'd6;
    reg[1:0] NONE=2'd0, INPUT_DATA_READY=2'd1, N_READY=2'd2, E_READY=2'd3;
    reg [2:0] current_state = 3'd0;
    reg [2:0] next_state = 3'd0;
    initial begin
        initialize = 1'd0;
        en_multiply = 1'd0;
        en_modulo = 1'd0;
        done = 1'd0;
    end
    always @(posedge clk) begin
		current_state <= next_state;
    end
    always @(*) begin
        initialize = 0;
        en_multiply = 0;
        en_modulo = 0;
        update_e = 0;
        update_n = 0;
        done = 0;
        next_state = WAITING;
        case(current_state)
            WAITING: begin
                if (input_data_type == NONE) 
                    next_state = WAITING;
                else if(input_data_type == INPUT_DATA_READY)
                    next_state = INITIALIZE;
                else if (input_data_type == N_READY)
                    next_state = UPDATE_N_STATE;
                else if(input_data_type == E_READY)
                    next_state = UPDATE_E_STATE;
            end
            INITIALIZE: begin
                initialize = 1;
                if (is_init_done)
                    next_state = MULTIPLY;
                else
                    next_state = INITIALIZE;
            end
            MULTIPLY: begin
                if (is_multiplication_done) 
                    next_state = DONE;
                else begin
                    en_multiply = 1;
                    next_state = MODULO;
                end
            end
            MODULO: begin
                if (is_mod_done)
                    next_state = MULTIPLY;
                else begin
                    en_modulo = 1;
                    next_state = MODULO;
                end
            end
            DONE: begin
                done = 1;
                next_state = WAITING;
            end
            UPDATE_N_STATE: begin
                update_n = 1;
                next_state = WAITING;
            end
            UPDATE_E_STATE: begin
                update_e = 1;
                next_state = WAITING;
            end
        endcase
    end
endmodule
```
`design/flow/run.sh`:
```
#!/bin/bash
# OpenROAD 26Q1-2900-gdf79404cd8, Yosys 0.63+post, stock flow scripts
make -C /OpenROAD-flow-scripts/flow DESIGN_CONFIG=/design/flow/config.mk WORK_HOME=/design/flow/orfs finish
```
`design/flow/config.mk`:
```
export PLATFORM = sky130hd
export DESIGN_NAME = controller
export DESIGN_NICKNAME = controller
export VERILOG_FILES = /design/flow/design.v
export SDC_FILE = /design/flow/constraint.sdc
export NUM_CORES = 4
export LEC_CHECK = 1
export CORE_AREA = 10 10 70 70
export DIE_AREA = 0 0 80 80
```
`design/flow/constraint.sdc`:
```
current_design controller

set clk_period 1.5
set clk_io_pct 0.2

create_clock -name clk0 -period $clk_period [get_ports {clk}]

set non_clock_inputs [all_inputs -no_clocks]
set_input_delay [expr $clk_period * $clk_io_pct] -clock clk0 $non_clock_inputs
set_output_delay [expr $clk_period * $clk_io_pct] -clock clk0 [all_outputs]
```
==> impl_metrics.ini <==
; flow metrics
[place]
place.gp.congestion = 0.7694
place_area_um2 = 412.9
port_buffers = 12
post-place-ws_ns = -0.3023

[cts]
cts-root-buf = clkbuf_4
clkTransAtPathRegs_ns = 0.04
cts.sinks = 3
tritoncts = yes
cts_made_buffers = 3
insertion_delay_ns = 0.24
cts.htree.levels = 1
cts_max_path_buffers = 2

[logic_synthesis]
ys.flops = 3
synth-main-ff-cell = dfxtp_1
top_cells_by_count = nor2_1 (4), dfxtp_1 (3)
top_cell = nor2_1
edf_count = 0
synthCells = 25
ys_cells = 25
synth.distinct_cells = 16
synth-async-reset-ratio_pct = 0
largest_area_cell = dfxtp_1
syn_area_um2 = 209.0
top_cell_area_share_pct = 28.74
top_cells_by_area = dfxtp_1 (29%), a221oi_2 (7.2%), mux2_4 (7.2%), nor2_1 (7.2%), nor3b_1 (7.2%)
avgSynthCellArea_um2 = 8.358
yosysWarnings = 1
yosysChipArea_um2 = 209.0
postSynthSeqShare_pct = 28.74

[sta]
fin_crit_ns = 1.424
fin_crit_sh_pct = 94.92
worst_pin_slew_ns = 0.2161
clock_skew_ns = 0.006488
fmax_mhz = 702.4
rsz0062_at_grt = no
setup_viol = 0
finalMaxSlewViolations = 0
hold_violations = 0
slew_headroom_pct = 85.59
timing.final.ws_setup_ns = 0.07625

[setup_path]
crit_path_max_incr_delay_ns = 0.43
arrival_ns = 1.12
cp-end-kind = output pin
r2r_cells = 4
worstPathMaxFanout = 2
crit_type = in2out
crit_slowest_cell = clkdlybuf4s50_1
path_cells = clkdlybuf4s50_1, nor4bb_1, buf_2
cp.required_ns = 1.20
worstSetupStartpointType = input pin

[drt]
drcViolationCount = 0
ant_nets = 0
drt_wl_total_um = 868
vias = 274
dr.pass1.iters = 4
wire_per_inst_um = 9.333
antennaDiodeCount = 0
vias_per_cell = 2.946
drtIter0Drc = 1

[outcome]
status = finished clean

[floorplan]
rows = 21
die-area_mm2 = 0.006400
io_pins = 13
core_mm2 = 0.003416
fp-utilization_pct = 6.117
chipWidth_um = 80
die_y_um = 80

[power_and_ir_drop]
peakVddDrop_mv = 0.6557
p_leak_nw = 0.2094
powerDensity_mw_per_mm2 = 1663

[cells_and_area]
final_area_um2 = 488.0
largest_register = current_state
largest_registers = current_state: 3 flops
largest_reg_flops = 3
syn2layout_area_growth_pct = 133.5
drive_gt1_share_pct = 46.81

[global_route]
antenna_found_initial = 0
grt_overflow = 0
grt_first_pass_wirelength_um = 1366
grt_pass1_vias = 300
track_usage_pct = 2.775
grt_max_degree = 7

[min_path]
hp-class = reg2reg
whs_path_depth = 2

[flow_run]
warnings = 25
max-cap-violations = 0
## cell usage in the layout (no fill, tap or decap), drive strengths merged
master | synthesis | routed
a211oi | 1 | 1
a21oi | 2 | 2
a221oi | 1 | 1
buf | 1 | 8
clkbuf | 0 | 5
clkdlybuf4s50 | 0 | 5
dfxtp | 3 | 3
dlygate4sd2 | 0 | 4
dlymetal6s2s | 0 | 1
inv | 2 | 2
mux2 | 1 | 1
nand2 | 1 | 1
nand2b | 1 | 1
nand3 | 1 | 1
nor2 | 4 | 4
nor3 | 2 | 2
nor3b | 2 | 2
nor4b | 1 | 1
nor4bb | 1 | 1
xor2 | 1 | 1
## critical path, delay by kind of cell
family,cells,cell delay (ns)
simple gates,1,0.25
buf+inv,2,0.57
## cells by family (layout without fill, tap and decap cells)
| group | count (synthesis) | in the layout | share of synthesized area [%] |
|---|---|---|---|
| AND/OR/NAND/NOR | 13 | 13 | 35.32 |
| buffers and inverters | 3 | 25 | 8.983 |
| AND-OR/OR-AND | 4 | 4 | 15.57 |
| XOR/XNOR | 1 | 1 | 4.192 |
| multiplexers | 1 | 1 | 7.184 |
| flip-flops | 3 | 3 | 28.74 |
## final timing paths
| path | from | endpoint | slack [ns] |
|---|---|---|---|
| worst max-delay path | is_mod_done | en_modulo | 0.08 |
| worst min-delay path | current_state[2] | current_state[0] | 0.58 |
| worst max register to register | current_state[1] | current_state[0] | 0.21 |
| worst min register to register | current_state[2] | current_state[0] | 0.58 |
## area by class of cell
cell class	count	area (um2)
fill	394	2928
multi-input combinational	19	165.2
timing repair buffer	19	160.2
sequential	3	71.32
tap	46	57.56
clock buffer	4	26.28
inverter	2	7.507
## repair_timing
| item | 4_1_cts | 5_1_grt |
|---|---|---|
| resized | 19 | 4 |
| pin swaps | 2 | 0 |
| hold endpoints to repair | 0 | 0 |
| setup buffers | 2 | 0 |
| hold buffers | 0 | 0 |
| endpoints found under the setup margin | 6 | 1 |
## power by group
part	switching (W)	internal (W)
Clock	0.0000530	0.000100
Sequential	0.0000782	0.000145
Combinational	0.000165	0.000269
## layer usage
layer	up-vias	part of all wire [%]	wire length [um]	track usage, %
met4	0	1.4	12	0.3521
met2	16	28	239	2.970
met3	2	17	145	2.500
met1	120	54	470	3.907
met5	-	0	0	0
li1	136	-	-	-
## per-stage QoR
stage	setup TNS [ns]	std cells	power (W)	hold WS, ns	utilization [%]
2_1_floorplan	0	25	0.0003484	0.4567	-
3_3_place_gp	-0.6010	87	0.0005259	0.6299	12.09
3_5_place_dp	-0.6051	87	0.0005432	0.6428	12.09
4_1_cts	0	93	0.0007899	0.5689	14.07
5_1_grt	0	93	0.0008735	0.6002	14.29
6_report	0	93	0.0008115	0.5796	14.29
No activity file was given, so power comes from the tool's default toggle rates.
